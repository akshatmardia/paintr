File: run.sh
#!/bin/bash
# OpenROAD 26Q1-2900-gdf79404cd8, Yosys 0.63+post, stock flow scripts
make -C /OpenROAD-flow-scripts/flow DESIGN_CONFIG=/design/flow/config.mk WORK_HOME=/design/flow/orfs finish
File: config.mk
export PLATFORM = sky130hd
export DESIGN_NAME = save
export DESIGN_NICKNAME = save
export VERILOG_FILES = /design/flow/design.v
export SDC_FILE = /design/flow/constraint.sdc
export NUM_CORES = 4
export LEC_CHECK = 1
export CORE_UTILIZATION = 30
File: design.v
module save (CLOCK_50, x, y, save_sw, write_addr, data);
	input logic [10:0] x, y;
	input logic save_sw, CLOCK_50;
	output logic [8:0] write_addr;
	output logic [639:0] data;
	always_ff @(posedge CLOCK_50) begin
		if (~save_sw) begin
			write_addr <= 9'd0;
			data <= 640'd0;
		end else begin
			if (data != 640'd0) begin
				data <= 640'd0;
			end
			if (write_addr == y) begin
				data <= data | (1'b1 << x);
			end
			write_addr <= y;
		end
	end
endmodule  
File: constraint.sdc
current_design save

set clk_period 28.4
set clk_io_pct 0.2

create_clock -name clk0 -period $clk_period [get_ports {CLOCK_50}]

set non_clock_inputs [all_inputs -no_clocks]
set_input_delay [expr $clk_period * $clk_io_pct] -clock clk0 $non_clock_inputs
set_output_delay [expr $clk_period * $clk_io_pct] -clock clk0 [all_outputs]
==> results.rst <==
Implementation results
======================

.. list-table::
   :header-rows: 1

   * - Metric
     - Value
   * - Clock transition time at the flip-flop clock pins of the worst setup and hold paths
     - 0.06 ns
   * - CTS buffer count
     - approximately 75
   * - # hold bufs at CTS
     - 0
   * - Largest area contributor in the netlist
     - sky130_fd_sc_hd__dfxtp_1
   * - Chip area
     - about 85000 sq um
   * - Critical path start-end classification
     - in2reg
   * - I/O pin count
     - 673
   * - Warning count from the yosys run
     - 1
   * - Area growth from synthesis to final layout
     - 40.4%
   * - Kind of start point of the critical path
     - input port
   * - Crit path max fanout
     - around 140
   * - Stage delay of the slowest cell on the critical path
     - slightly above 0.7 ns
   * - Number of global-route vias before repair
     - ~24000
   * - Buffers from clock root to sink, at most
     - 3
   * - Type of the tightest min-delay check
     - reg2reg
   * - Instance area at placement
     - 32700 sq um
   * - Initial cell density of the core
     - 30.5%
   * - Capturing element type of the critical path
     - register
   * - Synth Cell Area
     - 25200 sq um
   * - Detailed-route DRC error count
     - 0
   * - First-pass GRT wire length
     - approximately 180000 microns
   * - Tightest Pin Transition
     - 1.06 ns
   * - Synthesized area per cell
     - about 7.9 sq um
   * - Required time of the worst setup path
     - roughly 29 ns
   * - Quantity of I/O buffers inserted on ports
     - 672
   * - Setup TNS Final
     - 0 ns
   * - Sequential-to-total area share from yosys stat
     - between 50% and 60%
   * - Initial antenna violation count
     - 5
   * - Final worst path period need
     - a little under 10 ns
   * - RSZ-0062 raised after global routing
     - no
   * - Final worst clock skew
     - 0.0272 ns
   * - Pin count of the biggest net entering global routing
     - ~140
   * - Routed via count divided by cell count
     - about 5.4
   * - Relative slew margins
     - between 20 and 30%
   * - Clock tree from TritonCTS
     - yes
   * - Die Y
     - ~290 microns
   * - Highest attainable clock frequency
     - 102 MHz
   * - Dominant cell type by count on the critical path
     - sky130_fd_sc_hd__buf_4
   * - Insertion delay at the late pin of the worst-skew pair
     - between 0.6 and 0.7 ns
   * - All-Layer GR Usage
     - 28.6%
   * - YS chip area
     - approximately 25000 sq um
   * - Count of final max-slew check failures
     - 0
   * - Horizontal die dimension
     - ~290 microns
   * - Synth top area share
     - around half
   * - Hold path startpoint
     - data[523]$_SDFFE_PN0P_
   * - Final Hold Violating Endpoints
     - 0
   * - Max Cap Viol
     - 0
   * - Placed cell count
     - ~4700
   * - Worst R2R Start
     - data[92]$_SDFFE_PN0P_
   * - Proportion of layout cells with a drive suffix above 1
     - 6.97%
   * - CTS Sinks
     - 649
   * - Number of cells on the worst reg-to-reg path
     - 9
   * - Status
     - completed
   * - Number of placement rows
     - about 110
   * - H-Tree Level Count
     - 3
   * - Half-perimeter wire length of the detailed placement result
     - around 83000 microns
   * - Chain of cells forming the critical path
     - clkdlybuf4s50_1 -> xor2_1 -> nor4_4 -> nand3_4 -> buf_4 -> o31a_2 -> buf_4 -> buf_12 -> buf_4 -> nor2_1
   * - Capture endpoint of the worst hold path
     - data[523]$_SDFFE_PN0P_
   * - First-pass iteration count of the detailed router
     - 6
   * - Post-CTS Repair Setup Buffers
     - 0
   * - Antenna-violating nets left
     - 0
   * - Number of synthesized register bits
     - around 650
   * - Fin area
     - 35300 sq um
   * - Area inside the core boundary
     - between 80000 and 90000 sq um
   * - Data arrival at the endpoint of the critical path
     - about 10 ns
   * - Average wire per cell in the routed design
     - roughly 25 microns
   * - Cycle use final
     - ~34%
   * - Resized cells post-CTS
     - 0
   * - Cell area power density
     - about 56 nW/um^2
   * - Family with the most delay on the worst path
     - buffers and inverters
   * - Root buffer selected by CTS
     - sky130_fd_sc_hd__clkbuf_16
   * - Detailed-route wire length
     - 122000 microns
   * - Number of standard cells in the final layout excluding fillers
     - just under 5000
   * - Number of warnings in the stage logs
     - 28
   * - Worst path depth
     - 10
   * - Main area contributors
     - sky130_fd_sc_hd__dfxtp_1, sky130_fd_sc_hd__o21ai_0, sky130_fd_sc_hd__nor3_1, sky130_fd_sc_hd__nor2_1, sky130_fd_sc_hd__nor4_1
   * - Initial drt markers
     - 2502
   * - Worst-case vdd ir drop
     - around 40 uV
   * - Number of vias after detailed routing
     - ~26000
   * - Worst hold margin
     - 0.534 ns
   * - Min-Delay Path Depth
     - 2
   * - Post-Synthesis Cells
     - roughly 3200
   * - Sum of overflow across all layers after global routing
     - 0
   * - Worst reg2reg path endpoint
     - data[563]$_SDFFE_PN0P_
   * - FF-to-FF setup slack
     - 23.46 ns
   * - Worst Path Buf+Inv
     - 5
   * - Cell with the biggest individual delay on the critical path
     - sky130_fd_sc_hd__buf_4
   * - Setup violations, final
     - 0
   * - Cells in synth_stat.txt
     - 3169
   * - Number of distinct library cell variants in the gate-level netlist after synthesis
     - 33
   * - Leakage component of the power
     - around 13 nW
   * - Final GP Congestion
     - between 0.9 and 1
==> Yosys cell counts, drive strengths merged <==
cell type,count
xor2,9
o21ai,575
nor4,173
nand2,41
a21oi,58
clkbuf,228
o31a,1
and3b,1
nor3,516
nand3,5
buf,84
nor3b,67
nand4,48
a31oi,6
nand2b,5
nand3b,1
dfxtp,649
and2,13
or3,1
or2,3
or3b,1
nor4b,1
nor2,677
nand4b,1
nor2b,4
and3,1
==> stage by stage <==
step	total power, mW	worst slack, ns	utilization [%]
after floorplan	0.959	21.08	-
after global placement	0.981	18.03	39.7
after detailed placement	0.981	18.04	39.7
after CTS	1.99	18.67	42.8
after global routing	2.04	18.40	42.8
final	1.98	18.61	42.8
==> cell type report <==
cell class	count	area (sq um)
Fill cell	7969	47200
Clock buffer	104	2180
Antenna cell	5	12.5
Tap cell	1070	1340
Timing Repair Buffer	767	7460
Multi-Input combinational cell	2208	10900
Sequential cell	649	13000
Clock inverter	33	405
==> worst max path at each step <==
stage,start,slack [ns],end
after global routing,y[1],18.40,data[165]$_SDFFE_PN0P_
after CTS,y[1],18.67,data[563]$_SDFFE_PN0P_
final,y[1],18.61,data[182]$_SDFFE_PN0P_
==> power by group <==
part | total [mW] | switching (mW) | internal [mW]
logic | 0.0499 | 0.0377 | 0.0122
registers | 0.911 | 0.000496 | 0.911
clock network | 1.02 | 0.416 | 0.605
total | 1.98 | 0.454 | 1.53
==> logic make-up (layout without fill, tap and decap cells) <==
group | after synthesis | count (layout) | share of synthesized area, %
simple gates | 1559 | 1559 | 30.1
flops | 649 | 649 | 51.6
compound gates | 640 | 640 | 12.8
buf+inv | 312 | 904 | 5.16
xor+xnor | 9 | 9 | 0.313
other cells | 0 | 5 | 0
==> flip-flops by register name, summed over array words and instances (netlist names) <==
register    cells
write_addr      9
data          640
==> tightest hold or removal path, cell delays in order (launching register included) <==
cell,delay (ns)
sky130_fd_sc_hd__dfxtp_1,0.32
sky130_fd_sc_hd__a21oi_1,0.11
sky130_fd_sc_hd__nor3b_1,0.05
==> routing by layer <==
metal	routed length, microns	track usage (%)	up-vias
li1	-	-	12200
met4	5420	10.5	4
met5	21	0	-
met2	55600	43.0	1205
met1	50500	39.8	12600
met3	10900	8.23	230
==> placed cells by master (no fill, tap or decap), types with 3 or more instances in the layout <==
cell type	count
sky130_fd_sc_hd__nor2_1	677
sky130_fd_sc_hd__clkdlybuf4s50_1	671
sky130_fd_sc_hd__dfxtp_1	649
sky130_fd_sc_hd__o21ai_0	564
sky130_fd_sc_hd__nor3_1	514
sky130_fd_sc_hd__nor4_1	171
sky130_fd_sc_hd__buf_4	94
sky130_fd_sc_hd__clkbuf_16	78
sky130_fd_sc_hd__a21oi_1	58
sky130_fd_sc_hd__nand4_1	47
sky130_fd_sc_hd__nor3b_1	40
sky130_fd_sc_hd__nand2_1	39
sky130_fd_sc_hd__nor3b_2	26
sky130_fd_sc_hd__and2_1	13
sky130_fd_sc_hd__clkbuf_1	13
sky130_fd_sc_hd__clkbuf_8	13
sky130_fd_sc_hd__clkinv_2	12
sky130_fd_sc_hd__o21ai_1	11
sky130_fd_sc_hd__xor2_1	9
sky130_fd_sc_hd__bufinv_16	7
sky130_fd_sc_hd__a31oi_1	6
sky130_fd_sc_hd__diode_2	5
sky130_fd_sc_hd__inv_6	5
sky130_fd_sc_hd__clkinvlp_4	5
sky130_fd_sc_hd__nand2b_1	4
sky130_fd_sc_hd__nor2b_1	4
sky130_fd_sc_hd__or2_2	3
sky130_fd_sc_hd__nand3_1	3
No activity file was given, so power comes from the tool's default toggle rates.
