**./design.v**
```verilog
module JS_to_VGA (clk, positionX, positionY, vga_x, vga_y);
	input logic clk;
	input logic [7:0] positionX, positionY;
    output logic [10:0] vga_x, vga_y;
	always_ff @(posedge clk) begin
		if (positionX <= 8'b00110000) begin
			vga_x <= vga_x;
		end else if (positionX[7] == 1) begin
			vga_x <= vga_x - 1'b1;
		end else begin
			vga_x <= vga_x + 1'b1;
		end
		if (positionY <= 8'b00110000) begin
			vga_y <= vga_y;
		end else if (positionY[7] == 1) begin
			vga_y <= vga_y + 1'b1;
		end else begin
			vga_y <= vga_y - 1'b1;
		end
	end
endmodule
```
**./run.sh**
```bash
#!/bin/bash
# OpenROAD 26Q1-2900-gdf79404cd8, Yosys 0.63+post, stock flow scripts
make -C /OpenROAD-flow-scripts/flow DESIGN_CONFIG=/design/flow/config.mk WORK_HOME=/design/flow/orfs finish
```
**./constraint.sdc**
```tcl
current_design JS_to_VGA

set clk_period 3.0
set clk_io_pct 0.2

create_clock -name clk0 -period $clk_period [get_ports {clk}]

set non_clock_inputs [all_inputs -no_clocks]
set_input_delay [expr $clk_period * $clk_io_pct] -clock clk0 $non_clock_inputs
set_output_delay [expr $clk_period * $clk_io_pct] -clock clk0 [all_outputs]
```
**./config.mk**
```make
export PLATFORM = sky130hd
export DESIGN_NAME = JS_to_VGA
export DESIGN_NICKNAME = JS_to_VGA
export VERILOG_FILES = /design/flow/design.v
export SDC_FILE = /design/flow/constraint.sdc
export NUM_CORES = 4
export LEC_CHECK = 1
export CORE_UTILIZATION = 40
```
==> results.txt <==
run results: Post-Route Hold Slack 0.6457 ns, Simple Share, Synth 11.67%, ANT nets after route 0, cell total after placement 227, Root Driver clkbuf_8, Iteration-0 DRC Markers 38, Critical-path top delay cell clkdlybuf4s50_1, Synth top area share 41.90%, Final min period 2.584 ns, I/O pins 39, FF-to-FF setup slack 1.01 ns, clock skew 0.004960 ns, outcome complete, no violations, OpenROAD warning count 25, Mapped Cells 138, Largest cells by area edfxtp_1 42%, ha_1 14%, xnor2_1 8.3%, Setup Buffers After CTS 0, Finished Layout Cells 230, hold depth 1, die width 64.78 um, Core Box Area 0.003716 mm2, TritonCTS Buffers 3, ys async rst share 0%, die height 64.78 um, max-slew violations 0, Top FF cell, synth edfxtp_1, Port Buffers 38, fraction of layout cells with a size suffix above 1 9.341%, CP dominant cell by count a21oi_1, Antenna Cells 0, leakage dissipation 0.8168 nW, r2r endpoint vga_y[8], Seq/Total Area, Yosys 41.90%, worst skew pair latency 0.26 ns, routed len/inst 13.01 um, global placer's final weighted congestion 0.9181, maxcap violations 0, CP cell instances clkdlybuf4s50_1, inv_1, fa_1, a21oi_1, nor2_1, a211oi_2, a21oi_1, xor2_1, MUX share of area 0%, Final Cell Area 0.002081 mm2, Sum Neg Setup Slack 0 ns, FP Rows 22, Routed WL 2.993 mm, DRC errors left 0, Top non-seq family adder cells, hold path start vga_x[0], Final Cycle Share 86.14%, highest clock rate 0.3870 GHz, first-pass GRT wire length 5.071 mm, Avg Inst Size Synth 11.42 um2, CTS tree yes, Distinct lib cells used 32, Max clock buf depth 2, largest net degree at the start of global routing 12, yosys stat cell total 138, CTS clk-pin slew, worst paths 0.08 ns, placed cell areas 0.002039 mm2, Reg2Reg Launch Point vga_y[0], H-tree levels 1, via count 1185, hold worst-path end vga_x[0], post-cts sizing count 0, total track usage 16.01%, crit path DRT 3.01 ns, yosys adder share 16.83%, Area Overhead vs Synth 31.98%, total die size 0.004196 mm2, Post-synth regs 22, Post-DP HPWL 2.312 mm, crit-path max cell delay 0.52 ns, Vias/cell 5.152, Max FO, Critical Path 8, EDFF count, synth 22, Yosys Chip Area 0.001577 mm2, Crit Path Class input port to flip-flop, Synth area leader edfxtp_1, vias in the first global route 1111, global route overflow 0, Slew @ Worst Pin 0.5960 ns, Crit. End Element flip-flop, antenna violations before repair 0, Sink Count 22, HP Class flip-flop to flip-flop, power density over cell area 1045 mW/mm2, ao+oa area frac 16.59%, Max VDD drop 553.1 uV, # hold bufs at CTS 0, synthesized cell area 0.001577 mm2, worst-case reg-to-reg path depth 6, RSZ-0062 raised after global routing false, Fin. Hold Viols 0, final setup fails 0, first-pass iteration count of the detailed router 4, crit path launch type input port, XOR/XNOR Fraction of Synth Area 11.11%, relative slew slack 60.27%, Initial Util 42.42%, Worst Path Arrival 2.60 ns, Yosys Warn Count 1
[critical path: cells and delay by family]
kind | cells | cell delay [ns]
AOI/OAI and AO/OA | 3 | 0.56
xor gates and xnor gates | 1 | 0.15
adders and majority gates | 1 | 0.49
buffers and inverters | 2 | 0.70
and+or+nand+nor | 1 | 0.10
[stage by stage]
step / total power [mW] / util (%) / setup slack, ns
floorplan: 1.530 / - / 0.8137
global placement: 1.986 / 54.88 / 0.1525
detailed placement: 1.996 / 54.88 / 0.1084
CTS: 2.194 / 55.99 / 0.4064
global route: 2.377 / 55.99 / 0.2738
finish: 2.174 / 55.99 / 0.4157
[cells by family after synthesis]
group                    count (synthesis)
AND/OR/NAND/NOR                         36
AND-OR/OR-AND                           32
flip-flops                              22
XOR/XNOR                                20
adder cells (fa/ha/maj)                 20
buffers and inverters                    8
[final cells by class]
class / count / area (um2)
Clock buffer: 3 / 41.29
Multi-Input combinational cell: 108 / 885.9
Inverter: 8 / 30.03
Tap cell: 48 / 60.06
Timing Repair Buffer: 41 / 402.9
Fill cell: 320 / 1635
Sequential cell: 22 / 660.6
[synthesized netlist by cell type, drive strengths merged (3+ instances only)]
library cell  number
edfxtp            22
inv                8
ha                18
xnor2             15
o21ai              3
o21a               3
nand2              7
o2111ai            3
nand3              8
xor2               5
a21oi             11
nor2              10
nor2b              4
[routing by layer]
metal | part of all wire (%) | GRT usage, % | vias to the layer above
met5 | 0 | 0 | -
met4 | 0.70 | 2.222 | 0
met3 | 5.8 | 3.214 | 2
met2 | 41 | 20.18 | 30
met1 | 52 | 29.63 | 550
li1 | - | - | 603
[registers in the layout, indices dropped and copies added (netlist names)]
name   count
vga_x     11
vga_y     11
[how the worst max path moves through the flow]
stage                 cells past startpoint         start  slack, ns  endpoint
after global routing                      8  positionY[7]       0.27  vga_y[8]
final                                     8  positionY[7]       0.42  vga_y[8]
after CTS                                 8  positionY[7]       0.41  vga_y[8]
[placed cells by master (no fill, tap or decap), types with 3 or more instances in the layout]
master	n
o2111ai_2	3
nand2_1	6
edfxtp_1	22
clkdlybuf4s50_1	38
nor2_1	10
a21oi_2	3
a21oi_1	8
ha_1	18
clkbuf_8	3
o21a_1	3
xnor2_1	15
nand3_1	8
xor2_1	5
inv_1	8
buf_4	3
nor2b_1	3
[where the power goes]
part           switching (mW)  internal, mW  leakage (nW)
Sequential             0.0927         0.595         0.226
Combinational           0.557         0.747         0.569
Clock                  0.0932        0.0895        0.0216
Total                   0.742          1.43         0.817
No activity file was given, so power comes from the tool's default toggle rates.
