<file path="/design/flow/config.mk">
export PLATFORM = sky130hd
export DESIGN_NAME = load
export DESIGN_NICKNAME = load
export VERILOG_FILES = /design/flow/design.v
export SDC_FILE = /design/flow/constraint.sdc
export NUM_CORES = 4
export LEC_CHECK = 1
export CORE_AREA = 10 10 263 263
export DIE_AREA = 0 0 273 273
</file>
<file path="/design/flow/constraint.sdc">
current_design load

set clk_period 10.4
set clk_io_pct 0.2

create_clock -name clk0 -period $clk_period [get_ports {CLOCK_50}]

set non_clock_inputs [all_inputs -no_clocks]
set_input_delay [expr $clk_period * $clk_io_pct] -clock clk0 $non_clock_inputs
set_output_delay [expr $clk_period * $clk_io_pct] -clock clk0 [all_outputs]
</file>
<file path="/design/flow/design.v">
module load (load_sw, CLOCK_50, load_x, load_y, color, read_addr, q);
	input logic load_sw, CLOCK_50;
	output logic [10:0] load_x, load_y;
	output logic color;
	output logic [8:0] read_addr;
	input logic [639:0] q;
	logic [8:0] y_count;
	logic [9:0] x_count;
	logic [639:0] data;
	assign data = q;
	always_ff @(posedge CLOCK_50) begin
		if (~load_sw) begin
			y_count <= 9'd0;
			x_count <= 10'd0;
			read_addr <= 8'd0;
		end
		else begin
			if (y_count != 9'd479) begin
				if (x_count != 10'd639) begin
					load_x <= x_count;
					load_y <= y_count;
					read_addr <= y_count;
					color <= data[x_count];
					x_count <= x_count + 10'd1;
				end
				if (x_count == 10'd639) begin
					y_count <= y_count + 10'd1;
					x_count <= 10'd0;
				end
			end
		end
	end
endmodule  
</file>
<file path="/design/flow/run.sh">
#!/bin/bash
# OpenROAD 26Q1-2900-gdf79404cd8, Yosys 0.63+post, stock flow scripts
make -C /OpenROAD-flow-scripts/flow DESIGN_CONFIG=/design/flow/config.mk WORK_HOME=/design/flow/orfs finish
</file>
==> reports/qor.csv <==
metric,value,unit
critPathArrivalTime,4.56,ns
path_max_fanout,1,
hold_viol_final,0,
clk_latency,0.30,ns
yosysWarnings,1,
ys_top_logic_family,multiplexers,
finalClockPeriodUsage,43.4,%
core_area,0.0632,mm2
adder_share,0.349,%
startpoint_type,input pin,
cts_tree,built,
vdd_drop_max,0.0000501,V
synthAoiAreaFrac,11.9,%
io_buffers,670,
dp.cells,2088,
p_sw,281,uW
root_buffer,clkbuf_16,
lay_top_cells,"clkdlybuf4s50_1, mux4_2, mux2i_1, nand2_1, buf_4",
grt_antenna_before_repair,9,
syn-instance-count,608,
drtIter0Drc,362,
grtUsageTotal,15.9,%
endpoint_kind,flop,
synth-edff-count,20,
clk_pin_slew,0.07,ns
whs,0.470,ns
wl,60.5,mm
ys_area,0.00717,mm2
hp-class,flop to flop,
fmax,221,MHz
drv_cap,0,
swShare,28.4,%
drc,0,
final_max_slew_viol_count,0,
io-pin-count,674,
rsz0062_at_grt,no,
seqPwrFrac,21.6,%
grt_first_pass_wirelength,81.5,mm
dr.pass1.iters,4,
row_count,92,
grt-ovfl-total,0,
warning_count,25,
mux_share,53.0,%
synth-xor-area-share,1.83,%
cts.repair.resized,0,
ff_type,dfxtp_1,
clockPowerShare,21.8,%
p_total,987,uW
cts_buffer_depth,2,
routabilityCongestion,0.902,
die_w,273,um
critical_path_class,input pin to flop,
avgSynthCellArea,11.8,um2
skew,0.00842,ns
h-tree-depth,2,
cts_setup_buffers,0,
netlist_area,0.00717,mm2
cts.sinks,48,
grt_pass1_vias,9890,
numCtsBuffers,5,
simple_gate_share,10.8,%
finalSetupViolCount,0,
vias,8594,
combPwrFrac,56.6,%
power_density,65.9,mW/mm2
die-area,0.0745,mm2
instances_no_fill,2099,
post-route-min-period,4.52,ns
drive_gt1_share,16.2,%
worst_pin_slew,0.760,ns
dp_hpwl,52.8,mm
fp-utilization,11.4,%
leakage,0.00491,uW
layout.cells.most_common,clkdlybuf4s50_1,
cp.required,10.44,ns
vias_per_cell,4.09,
ys_seq_share,16.2,%
drtAntennaViolNets,0,
cts_hold_buf,0,
synth_async_sr_flop_share,0,%
post_drt_wl_per_cell,28.8,um
finalSetupTns,0,ns
ys_types,63,
ys.flops,48,
grt_max_degree,52,
ys_cells,608,
die_height,273,um
area_growth_syn_to_layout,109,%
status,finished clean,
slew_headroom,49.4,%
p_int,706,uW
[through the flow]
step           util, %  cell area (um2)  setup WS [ns]
2_1_floorplan        -             7180           6.52
3_3_place_gp      23.4            14800           5.53
3_5_place_dp      23.4            14800           5.49
4_1_cts           23.7            15000           5.81
5_1_grt           23.7            15000           5.64
6_report          23.7            15000           5.88
[power groups by stage]
| stage | Combinational, uW | Sequential [uW] | Clock, uW |
|---|---|---|---|
| finish | 559 | 213 | 215 |
| global route | 598 | 215 | 231 |
| CTS | 572 | 214 | 225 |
[kinds of logic (layout without fill, tap and decap cells)]
family                     Yosys count  count (layout)
muxes                              199             199
and+or+nand+nor                    149             149
AOI/OAI and AO/OA                  123             123
buffers and inverters               71             711
DFF                                 48              48
xor gates and xnor gates            15              15
adders and majority gates            2               2
other                                1               6
[worst paths after layout]
kind	start	to	slack, ns	depth (start not counted)
setup / recovery	q[541]	color	5.88	9
hold / removal	read_addr[0]	read_addr[0]	0.47	2
setup reg to reg	x_count[1]	color	5.96	10
hold reg to reg	read_addr[0]	read_addr[0]	0.47	2
[flip-flops by register name, summed over array words and instances, names as in the netlist]
| name | count |
|---|---|
| color | 1 |
| read_addr | 9 |
| load_x | 10 |
| y_count | 9 |
| load_y | 9 |
| x_count | 10 |
[synthesized netlist by cell type (all sizes together) (3+ instances only)]
master / count / share of area [%]
dfxtp: 28 / 7.8
nor3b: 4 / 0.42
nand3b: 3 / 0.31
a22o: 4 / 0.49
nand3: 15 / 1.1
nand2b: 5 / 0.44
nor3: 9 / 0.63
nor4: 3 / 0.26
a211o: 3 / 0.37
mux2i: 48 / 6.7
buf: 51 / 4.9
o211ai: 5 / 0.52
xnor2: 10 / 1.2
a211oi: 4 / 0.42
a2111oi: 3 / 0.45
mux2: 7 / 1.1
nand4: 7 / 0.61
a21oi: 20 / 1.4
a21boi: 3 / 0.31
a22oi: 19 / 2.0
mux4: 144 / 45
o22ai: 10 / 0.87
and2: 9 / 0.78
o21ai: 21 / 1.5
clkinv: 3 / 0.16
a32oi: 3 / 0.37
a31oi: 7 / 0.61
xor2: 5 / 0.61
o221ai: 5 / 0.61
nand2: 39 / 2.0
or3: 3 / 0.26
clkbuf: 15 / 0.78
and3: 5 / 0.44
edfxtp: 20 / 8.4
a221oi: 5 / 0.61
nor2: 25 / 1.3
nor2b: 17 / 1.5
[layer usage]
layer	track usage [%]	wire, um
met4	1.25	521
met2	27.0	29800
met5	0.0657	48
met1	20.5	25000
met3	5.06	5070
[critical path, cell delays in order]
cell and delay [ns]:
clkdlybuf4s50_1 0.46, mux4_2 0.53, o22ai_1 0.18, a21oi_1 0.13, a21oi_1 0.32, a211oi_1 0.09, nor4_1 0.48, buf_4 0.19
o211ai_1 0.09
[cell type report]
cell class,count,area [um2]
Antenna cell,3,7.51
Clock buffer,5,125
Clock inverter,3,68.8
Fill cell,6649,48200
Inverter,5,18.8
Multi-Input combinational cell,491,5620
Sequential cell,48,1170
Tap cell,846,1060
Timing Repair Buffer,698,6920
Power and IR drop assume default switching activity.
